### flow/run.sh
#!/bin/bash
# OpenROAD 26Q1-2900-gdf79404cd8, Yosys 0.63+post, stock flow scripts
make -C /OpenROAD-flow-scripts/flow DESIGN_CONFIG=/design/flow/config.mk WORK_HOME=/design/flow/orfs finish
### flow/config.mk
export PLATFORM = sky130hd
export DESIGN_NAME = parking_system
export DESIGN_NICKNAME = parking_system
export VERILOG_FILES = /design/flow/design.v
export SDC_FILE = /design/flow/constraint.sdc
export NUM_CORES = 4
export LEC_CHECK = 1
export CORE_UTILIZATION = 30
### flow/constraint.sdc
current_design parking_system

set clk_period 4.0
set clk_io_pct 0.2

create_clock -name clk0 -period $clk_period [get_ports {clk}]

set non_clock_inputs [all_inputs -no_clocks]
set_input_delay [expr $clk_period * $clk_io_pct] -clock clk0 $non_clock_inputs
set_output_delay [expr $clk_period * $clk_io_pct] -clock clk0 [all_outputs]
### flow/design.v
`timescale 1ns / 1ps
module parking_system( 
                input clk,reset_n,
 input sensor_entrance, sensor_exit, 
 input [1:0] password_1, password_2,
 output wire GREEN_LED,RED_LED,
 output reg [6:0] HEX_1, HEX_2
    );
 parameter IDLE = 3'b000, WAIT_PASSWORD = 3'b001, WRONG_PASS = 3'b010, RIGHT_PASS = 3'b011,STOP = 3'b100;
 reg[2:0] current_state, next_state;
 reg[31:0] counter_wait;
 reg red_tmp,green_tmp;
 always @(posedge clk or negedge reset_n)
 begin
 if(~reset_n) 
 current_state = IDLE;
 else
 current_state = next_state;
 end
 always @(posedge clk or negedge reset_n) 
 begin
 if(~reset_n) 
 counter_wait <= 0;
 else if(current_state==WAIT_PASSWORD)
 counter_wait <= counter_wait + 1;
 else 
 counter_wait <= 0;
 end
 always @(*)
 begin
 case(current_state)
 IDLE: begin
         if(sensor_entrance == 1)
 next_state = WAIT_PASSWORD;
 else
 next_state = IDLE;
 end
 WAIT_PASSWORD: begin
 if(counter_wait <= 3)
 next_state = WAIT_PASSWORD;
 else 
 begin
 if((password_1==2'b01)&&(password_2==2'b10))
 next_state = RIGHT_PASS;
 else
 next_state = WRONG_PASS;
 end
 end
 WRONG_PASS: begin
 if((password_1==2'b01)&&(password_2==2'b10))
 next_state = RIGHT_PASS;
 else
 next_state = WRONG_PASS;
 end
 RIGHT_PASS: begin
 if(sensor_entrance==1 && sensor_exit == 1)
 next_state = STOP;
 else if(sensor_exit == 1)
 next_state = IDLE;
 else
 next_state = RIGHT_PASS;
 end
 STOP: begin
 if((password_1==2'b01)&&(password_2==2'b10))
 next_state = RIGHT_PASS;
 else
 next_state = STOP;
 end
 default: next_state = IDLE;
 endcase
 end
 always @(posedge clk) begin 
 case(current_state)
 IDLE: begin
 green_tmp = 1'b0;
 red_tmp = 1'b0;
 HEX_1 = 7'b1111111; 
 HEX_2 = 7'b1111111; 
 end
 WAIT_PASSWORD: begin
 green_tmp = 1'b0;
 red_tmp = 1'b1;
 HEX_1 = 7'b000_0110; 
 HEX_2 = 7'b010_1011; 
 end
 WRONG_PASS: begin
 green_tmp = 1'b0;
 red_tmp = ~red_tmp;
 HEX_1 = 7'b000_0110; 
 HEX_2 = 7'b000_0110;  
 end
 RIGHT_PASS: begin
 green_tmp = ~green_tmp;
 red_tmp = 1'b0;
 HEX_1 = 7'b000_0010; 
 HEX_2 = 7'b100_0000; 
 end
 STOP: begin
 green_tmp = 1'b0;
 red_tmp = ~red_tmp;
 HEX_1 = 7'b001_0010; 
 HEX_2 = 7'b000_1100;  
 end
 endcase
 end
 assign RED_LED = red_tmp  ;
 assign GREEN_LED = green_tmp;
endmodule
==> run notes <==
yosys + openroad results -> RSZ-0062 raised after global routing=false, Crit Path Max Fanout=17, mean area per synthesized cell=10.1 µm², Clock Power Share=roughly a quarter, DIE WIDTH=91.2 µm, hold_buf cts=0, Post-CTS Resized=0, Final Skew=0.00345 ns, Initial DRC Count=120, Critical Path Start Type=register, TNS Setup=0 ns, die height=91.2 µm, critical path arrival=2.44 ns, final setup vio count=0, P_leak=0.984 nW, H-tree depth=2, ANT cells=0, maximum vdd drop=approximately 0.18 mV, TritonCTS Buffers=5, CTS sink count=48, share of cells above drive strength 1=under 10%, CTS tree=built, most frequent logic cell in the layout=dfrtp_1, post-layout period usage=55.1%, power per cell area=just under 500 nW/µm², post-synthesis chip area from yosys=approximately 2400 µm², Area Growth Syn to Fin=15.5%, Post-Syn Instances=236, core area=about 7700 µm², GP Congestion=between 0.7 and 0.8, post-route minimum period=2.21 ns, I/O Buffers=22, detailed placement HPWL=2910 µm, Die Area=approximately 8300 µm², drt first pass iters=4, Core Util at FP=30.9%, FMAX=between 400 and 500 MHz, vias per cell=5.11, initial antenna violation count=0, Root Driver=clkbuf_8, Final Slew Violations=0, clk ins delay skew pair=0.30 ns, post-CTS setup buffer count=0, remaining global-route overflow=0, largest net degree at the start of global routing=38, status=completed, Reg power frac=49.8%, clock-pin transition on the worst setup and hold timing paths=0.09 ns, Synth flops=48, # Cells Yosys=236, maxcap violations=0, Yosys warning count=1, Cell Area, Synth=2390 µm², Top Layout Cells=dfrtp_1, a21oi_1, clkdlybuf4s50_1, Longest Clk Path Bufs=2, Global Route Usage Sum=roughly an eighth, switching power share of the total=26.8%, dpl cell area=2640 µm², Yosys cell types=40, WL/cell=around 12 µm, Rows=32, crit path DRT=4.23 ns, first-pass GRT wire length=slightly below 8000 µm, Setup CP Type=register to register, I/O Pins=24, design area=2760 µm², DRC errors left=0, switching power total=~0.36 mW, Logic pwr share=23.8%, via count=around 1800, Hold Crit Class=register to register, number of warnings in the stage logs=25, Max-slew headroom=54.2%, post-route ant nets=0, Final Hold Viols=0, vias in the first global route=1691, Critical Path End Type=register, Int Pwr=0.986 mW, fillers=759, WL final=~4300 µm, Seq share, synth=52.7%, Worst-Margin Slew=between 0.6 and 0.7 ns
-- critical path, cell delays in order (launching register included) --
cell and delay (ns):
dfrtp_1 0.46, nand4_2 0.17, or4_1 0.79, or4_1 0.57, a21oi_1 0.14
-- power groups by stage --
stage | logic, mW | clock network [mW] | registers [mW]
4_1_cts | 0.328 | 0.371 | 0.671
5_1_grt | 0.363 | 0.388 | 0.682
6_report | 0.320 | 0.357 | 0.670
-- Yosys cell counts, drive strengths merged --
cell | n | area [µm²]
inv | 8 | 30.0
a21oi | 23 | 115
nand2 | 16 | 60.1
o31ai | 14 | 105
nand4 | 7 | 56.3
buf | 11 | 85.1
nor3 | 3 | 15.0
dfstp | 1 | 26.3
xnor2 | 7 | 61.3
nand3 | 12 | 65.1
clkbuf | 5 | 18.8
nand4bb | 1 | 11.3
a32o | 1 | 10.0
or3 | 12 | 81.3
o21ai | 11 | 55.1
edfxtp | 11 | 330
dfrtp | 36 | 901
or4 | 14 | 109
and4 | 2 | 18.8
nor2 | 16 | 60.1
a21boi | 1 | 7.51
conb | 1 | 3.75
nor3b | 1 | 7.51
or2 | 3 | 18.8
o211ai | 1 | 7.51
and2 | 1 | 6.26
xor2 | 2 | 17.5
and3 | 1 | 6.26
nand4b | 1 | 8.76
nor4 | 12 | 75.1
ha | 1 | 12.5
-- layer usage --
layer	up-vias	wire (µm)	track usage, %
met2	32	1950	17.9
met3	7	135	2.13
met4	0	61	1.32
met1	866	2150	19.0
met5	-	0	0
li1	905	-	-
-- worst paths after layout --
check	start	cells after the start	slack [ns]	end
max	counter_wait[10]	4	1.79	counter_wait[31]
min	counter_wait[0]	1	0.49	counter_wait[0]
max reg2reg	counter_wait[10]	4	1.79	counter_wait[31]
min reg2reg	counter_wait[0]	1	0.49	counter_wait[0]
max in group asynchronous	reset_n	2	3.11	current_state[0]
min in group asynchronous	reset_n	2	0.53	current_state[1]
-- flip-flops by register name, summed over array words and instances, names as in the netlist --
register	cells
red_tmp	1
counter_wait	32
HEX_1	3
current_state	5
green_tmp	1
HEX_2	6
-- per-stage QoR --
stage	total power, mW	cells	utilization [%]	hold WS [ns]	setup slack [ns]
after floorplan	0.834	236	-	0.446	2.01
after global placement	1.01	346	34.2	0.465	1.84
after detailed placement	1.01	346	34.2	0.474	1.80
after CTS	1.37	354	35.7	0.487	1.79
after global routing	1.43	354	35.7	0.524	1.64
final	1.35	354	35.7	0.488	1.79
-- cell type report --
class | instances | area, µm² | share of cell area [%]
Clock inverter | 3 | 46.3 | 1.68
Multi-Input combinational cell | 164 | 995 | 36.1
Sequential cell | 48 | 1260 | 45.6
Clock buffer | 5 | 68.8 | 2.50
Tap cell | 102 | 128 | 4.63
Inverter | 8 | 30.0 | 1.09
Timing Repair Buffer | 24 | 230 | 8.36
-- cells by family (layout without fill, tap and decap cells) --
group	after synthesis	after routing	share of synthesized area [%]
AOI/OAI and AO/OA	51	51	12.6
DFF	48	48	52.7
adders and majority gates	1	1	0.524
buffers and inverters	24	40	5.61
other	1	1	0.157
and+or+nand+nor	102	102	25.1
xor gates and xnor gates	9	9	3.30
Power is estimated from default activity; no workload was simulated.
